## /design/flow/config.mk

```make
export PLATFORM = sky130hd
export DESIGN_NAME = alu_1bit
export DESIGN_NICKNAME = alu_1bit
export VERILOG_FILES = /design/flow/design.v
export SDC_FILE = /design/flow/constraint.sdc
export NUM_CORES = 4
export LEC_CHECK = 1
export CORE_AREA = 10 10 70 70
export DIE_AREA = 0 0 80 80
```

## /design/flow/constraint.sdc

```tcl
current_design alu_1bit

set clk_period 2.5
set clk_io_pct 0.2

create_clock -name clk0 -period $clk_period

set non_clock_inputs [all_inputs -no_clocks]
set_input_delay [expr $clk_period * $clk_io_pct] -clock clk0 $non_clock_inputs
set_output_delay [expr $clk_period * $clk_io_pct] -clock clk0 [all_outputs]
```

## /design/flow/design.v

```verilog
module MUX2to1(
	input      src1,
	input      src2,
	input	   select,
	output reg result
	);
always @(*) begin
	case(select)
		1'b0:
			result <=src1;
		1'b1:
			result <=src2;
	endcase
end
endmodule
module MUX4to1(
	input			src1,
	input			src2,
	input			src3,
	input			src4,
	input   [2-1:0] select,
	output reg		result
	);
always @(*) begin
	case(select)
		2'b00:
			result<=src1;
		2'b01:
			result<=src2;
		2'b10:
			result<=src3;
		2'b11:
			result<=src4;
	endcase
end
endmodule
`timescale 1ns/1ps
module alu_1bit(
	input				src1,        
	input				src2,        
	input				less,        
	input 				Ainvert,     
	input				Binvert,     
	input 				cin,         
	input 	    [2-1:0] operation,   
	output reg          result,      
	output reg          cout         
	);
wire a_res,b_res,and_res,or_res,mux_end;
wire not_a,not_b,carry,add_res;
assign not_a = ~src1;
assign not_b = ~src2;
MUX2to1 m1(.src1(src1),.src2(not_a),.select(Ainvert),.result(a_res));
MUX2to1 m2(.src1(src2),.src2(not_b),.select(Binvert),.result(b_res));
assign and_res = (a_res & b_res);
assign or_res = (a_res | b_res);
assign {carry,add_res} = a_res + b_res+cin;
reg [2-1:0] t=2'b00;
MUX4to1 m3(.src1(and_res),.src2(or_res),.src3(add_res),.src4(less),.select({operation}),.result(mux_end));
always @(*) begin
	case(operation[2-1:0])
		2'b00:
			cout<=0;
		2'b01:
			cout<=0;
		2'b10:
			cout<=carry;
		2'b11:
			cout<=carry;
	endcase
	result <= mux_end;
end
endmodule
```

## /design/flow/run.sh

```bash
#!/bin/bash
# OpenROAD 26Q1-2900-gdf79404cd8, Yosys 0.63+post, stock flow scripts
make -C /OpenROAD-flow-scripts/flow DESIGN_CONFIG=/design/flow/config.mk WORK_HOME=/design/flow/orfs finish
```

==> impl_metrics.csv <==
group,metric,value,unit
place,port-buffer-count,10,
route,ant_nets,0,
cells_and_area,areaGrowthSynthToFinish,237.1,%
synthesis,synth.top_cell.area_share,25.81,%
cells_and_area,post_layout_nonfiller_instances,68,
route,vias,115,
synthesis,synth_top_cell_by_area,"sky130_fd_sc_hd__fa_1",
cells_and_area,numSequentialCells,0,
floorplanning,die_boundary_height,80,µm
cells_and_area,drive_gt1_share,22.73,%
synthesis,ys_chip_area,77.57,µm²
synthesis,synth.cell_area,77.57,µm²
synthesis,synth.avg_cell_area,7.757,µm²
route,detail_route.wl_per_cell,5.897,µm
cells_and_area,ff_latch_area,0,µm²
route,viasPerCell,1.691,
synthesis,top_cells_by_area,"sky130_fd_sc_hd__fa_1 26%, sky130_fd_sc_hd__xnor2_1 23%, sky130_fd_sc_hd__a22o_1 11%",
floorplanning,fp.dieW,80,µm
power_and_ir_drop,power.ir.vdd_worst,0.03068,mV
global_route,globalRouteOverflowTotal,0,
critical_path,crit_arrival,1.90,ns
route,totalWireLength,401,µm
synthesis,ys_cells,10,
timing,timing_max_transition_violations_final,0,
global_route,grt_first_pass_wirelength,627,µm
route,drc,0,
worst_hold_path,min_to,"cout",
timing,finalCritPeriodShare,95.87,%
power_and_ir_drop,pwr_density_cell,156.4,mW/mm²
cells_and_area,clockBufferCount,0,
run_status,status,"finished, final reports clean",
route,drt_iter0_drc,1,
timing,setup_violations,0,
floorplanning,floorplan.core_util,2.271,%
floorplanning,core.rowCount,21,
place,place.detailed.instances,68,
power_and_ir_drop,leakage,0.1080,nW
worst_hold_path,min-delay-start,"cin",
timing,rsz0062_at_grt,"false",
flow_run,maxCapViolCount,0,
critical_path,setup.worst_path.start_class,"primary input",
global_route,groute.usage.overall,1.227,%
timing,number_of_hold_violations_in_the_final_report,0,
floorplanning,floorplan.io_pins,10,
worst_hold_path,min-delay-path-class,"in -> out",
synthesis,yosysWarningCount,3,
cells_and_area,filler_cell_count,410,
cells_and_area,combGateArea,88.84,µm²
timing,maximum_clock_frequency,0.4172,GHz
synthesis,netlist_instances,10,
critical_path,cp-end-kind,"output pin",
critical_path,timing_worst_setup_path_type,"in -> out",
global_route,antenna_found_initial,0,
flow_run,log.warning_count,32,
critical_path,crit_fanout,2,
global_route,grt_max_degree,4,
floorplanning,core_region_area,0.003416,mm²
worst_hold_path,timing.hold.worst_path_depth,5,
clocking,cts_hold_buf,0,
route,diodes,0,
synthesis,synthDistinctLibCells,9,
timing,measured_slew_at_the_worst_slew_check_pin,0.1980,ns
cells_and_area,fin_util,7.656,%
floorplanning,die-area,0.006400,mm²
timing,period_needed,2.397,ns
synthesis,synth.yosys.seq_area_share,0,%
place,place_congestion,0.6378,
route,detail_route.first_pass.iterations,2,
timing,timing.max_slew.rel_slack,86.73,%
global_route,grt_pass1_vias,126,
critical_path,worst_ep_required_time,2.00,ns
[metrics by stage]
step | power (mW) | cell area [µm²] | hold slack, ns | setup TNS, ns | setup slack (ns)
after floorplan | 0.01290 | 77.57 | 1.063 | 0 | 0.5465
after global placement | 0.04150 | 250.2 | 2.001 | -0.5411 | -0.4363
after detailed placement | 0.04253 | 250.2 | 2.018 | -0.6035 | -0.4686
after CTS | 0.04212 | 259.0 | 1.823 | 0 | 0.04520
after global routing | 0.04577 | 261.5 | 1.682 | 0 | 0.04262
final | 0.04091 | 261.5 | 1.608 | 0 | 0.1033
[repair_timing]
item,in CTS,in global routing
pin swaps,5,0
setup buffers,0,0
endpoints found under the setup margin,2,1
resized,10,2
[final cells by class]
type / count / area share, %
inverter: 1 / 1.435
multi-input combinational: 9 / 33.97
tap: 46 / 22.01
timing repair buffer: 12 / 42.58
[how the worst max path moves through the flow]
stage / from / end / slack (ns) / cells past startpoint
6_report: src1 / result / 0.10 / 6
4_1_cts: cin / result / 0.05 / 6
5_1_grt: Ainvert / result / 0.04 / 6
[cell usage in the layout (no fill, tap or decap), drive strengths merged]
cell / instances
o21ai: 1
a22o: 1
inv: 1
dlygate4sd2: 5
dlymetal6s2s: 1
fa: 1
a21oi: 1
nor2b: 1
clkdlybuf4s15: 1
xnor2: 2
o21bai: 1
clkdlybuf4s50: 3
buf: 2
nand2: 1
[where the power goes]
group	switching (mW)	total [mW]	internal (mW)
registers	0	0	0
logic	0.0143	0.0409	0.0266
clock network	0	0	0
[cell usage after synthesis]
library cell	instances
sky130_fd_sc_hd__xnor2_1	2
sky130_fd_sc_hd__a21oi_1	1
sky130_fd_sc_hd__a22o_1	1
sky130_fd_sc_hd__fa_1	1
sky130_fd_sc_hd__inv_1	1
sky130_fd_sc_hd__nand2_1	1
sky130_fd_sc_hd__nor2b_1	1
sky130_fd_sc_hd__o21ai_0	1
sky130_fd_sc_hd__o21bai_1	1
[critical path, cell delays in order]
cell and delay [ns]:
sky130_fd_sc_hd__dlygate4sd2_1 0.25, sky130_fd_sc_hd__xnor2_2 0.16, sky130_fd_sc_hd__fa_1 0.54, sky130_fd_sc_hd__o21ai_1 0.07
sky130_fd_sc_hd__a22o_1 0.20, sky130_fd_sc_hd__clkdlybuf4s15_1 0.18
[routing by layer]
layer,track usage (%),routed length (µm),up-vias
met1,1.725,192,52
met5,0,0,-
met4,0,0,0
li1,-,-,58
met3,0.2273,21,0
met2,2.006,186,5
[cell families after synthesis]
kind of cell | share of synthesized area (%)
compound gates | 33.86
xor+xnor | 22.58
fa+ha+maj | 25.81
buf+inv | 4.834
simple gates | 12.90
Power is estimated from default activity; no workload was simulated.
